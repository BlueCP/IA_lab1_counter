[flow/design.v]
module counter #(parameter WIDTH = 8)
(input logic clk,  
 input logic rst,  
 input logic en,  
 output logic[WIDTH-1:0] count);  
    always_ff @(posedge rst, posedge clk)
        if (rst)
            count <= {WIDTH{1'b0}};
        else
            count <= count + {{WIDTH-1{1'b0}}, en};
endmodule
module bin2bcd (x, BCD);
	input[7:0] x;			 
	output reg[11:0] BCD;   
   reg [19:0] result;   
   integer i;
   always_comb
   begin
      result[19:0] = 0;
      result[7:0] = x;
      for (i=0; i<8; i=i+1) begin
         if (result[11:8] >= 5)
            result[11:8] = result[11:8] + 4'd3;
         if (result[15:12] >= 5)
            result[15:12] = result[15:12] + 4'd3;
         result = result << 1;
      end
      BCD = result[19:8];
   end
endmodule
module top #(parameter WIDTH = 8)
(input wire clk,  
 input wire rst,  
 input wire en,  
 output wire [11:0] bcd  
);
    wire[WIDTH-1:0] count;  
    counter myCounter(clk, rst, en, count);
    bin2bcd myDecoder(count, bcd);
endmodule
[flow/constraint.sdc]
current_design top

set clk_period 5.4
set clk_io_pct 0.2

create_clock -name clk0 -period $clk_period [get_ports {clk}]

set non_clock_inputs [all_inputs -no_clocks]
set_input_delay [expr $clk_period * $clk_io_pct] -clock clk0 $non_clock_inputs
set_output_delay [expr $clk_period * $clk_io_pct] -clock clk0 [all_outputs]
[flow/config.mk]
export PLATFORM = sky130hd
export DESIGN_NAME = top
export DESIGN_NICKNAME = top
export VERILOG_FILES = /design/flow/design.v
export SDC_FILE = /design/flow/constraint.sdc
export NUM_CORES = 4
export LEC_CHECK = 1
export CORE_AREA = 10 10 81 81
export DIE_AREA = 0 0 91 91
[flow/run.sh]
#!/bin/bash
# OpenROAD 26Q1-2900-gdf79404cd8, Yosys 0.63+post, stock flow scripts
make -C /OpenROAD-flow-scripts/flow DESIGN_CONFIG=/design/flow/config.mk WORK_HOME=/design/flow/orfs finish
==> out/qor.yml <==
cts_tree: "yes"
top_area_cell: "dfrtp_1"
die_x_um: 91
core-area_sq_um: 4820
finalCritPeriodShare_pct: 98.2
fin_cells: 272
dieArea_sq_um: 8280
placedCellCount: 261
fin_crit_ps: 5300
path_clk_slew_ps: 40
synth_flop_count: 8
cts_hold_buf: 0
yosysUniqueCellTypes: 59
tns_ps: 0
ys_sh_xor_pct: 8.34
clockBufferDepth: 2
synth.most_common_cell: "nor2_1"
fp_util_pct: 27.7
ant_nets: 0
final.setup.worst_slack_ps: 96.2
report.final.slew_viol_count: 0
clock_skew_ps: 1.17
simple_gate_area_share_pct: 24.4
first_iter_violations: 111
antenna_found_initial: 0
finish.utilization_pct: 39.6
fmax_ghz: 0.189
synthMuxAreaShare_pct: 3.00
portBuffers: 12
critPathKind: "flop to output pin"
compound_area_share_pct: 29.7
status: "finished clean"
grt_overflow_total: 0
tightest_slew_ps: 546
crit_path_end_kind: "output pin"
slew_headroom_pct: 63.6
async_flop_share_pct: 100
grt_pass1_vias: 1205
tool_warnings: 31
htree_levels: 1
die_y_um: 91
required_ps: 4320
crit_fanout: 4
top_logic_kind: "AND-OR/OR-AND gates"
synth_cells: 165
remaining_drc_errors: 0
reg_top3: "myCounter.count: 8 flops"
clock-sinks: 8
avgSynthCellArea_sq_um: 8.09
vias: 1349
cap_violations: 0
synth-adder-area-share_pct: 11.2
hpwl_um: 2360
place_ws_ps: -93.8
topCellsByArea: "dfrtp_1 15%, ha_1 11%, xnor2_1 5.2%"
design_area_sq_um: 1910
ff_type: "dfrtp_1"
ys_cells: 165
grt_pass1_wl_um: 5240
diodes: 0
layout-drive-gt1-share_pct: 37.6
largest-register: "myCounter.count"
grt_usage_pct: 7.08
synth-edff-count: 0
place_area_sq_um: 1670
drt_wl_total_um: 3110
netlist_area_sq_um: 1340
hold_path.class: "flop to flop"
rows: 25
gp_congestion: 0.847
yosysTopAreaCellShare_pct: 15.0
routed_via_density: 4.96
drtPass1Iterations: 4
yosys_warnings: 2
finalSetupViolCount: 0
synth_chip_area_sq_um: 1340
insertion_delay_ps: 220
cts-root-buf: "clkbuf_8"
cts_made_buffers: 3
hold_viol_final: 0
rsz0062_at_grt: "true"
ys_seq_share_pct: 15.0
cp-start-kind: "flop"
num_io_pins: 15
largest_reg_flops: 8
cp.arrival_ps: 4220
grt_max_degree: 16
common_cells: "14 x nor2_1, 12 x ha_1, 11 x inv_1, 10 x a21oi_1"
wl_per_cell_um: 11.4
area_growth_pct: 42.7
## critical path, stage by stage, from the launching register on
cell and delay (ps):
dfrtp_1 390, inv_2 90, ha_4 130, inv_2 40
ha_4 160, a21oi_4 150, xnor2_2 150, ha_2 200
and2b_2 240, or4_4 430, o2111ai_4 120, ha_2 230
nand3b_1 110, o311a_1 210, o32ai_2 110, o21ai_2 190
buf_4 140, buf_4 100, buf_4 100, nor2_1 30
o21a_1 200, o21ai_1 120, o221ai_1 110, dlygate4sd2_1 260
## per-layer routing
layer	up-vias	GRT usage, %	wire (um)
met4	0	0.783	11
met3	2	1.24	114
met2	21	11.8	1470
met1	624	9.65	1510
met5	-	0	0
li1	702	-	-
## layout by cell type (no fill, tap or decap), types with 3 or more instances in the layout
| cell type | n |
|---|---|
| ha_2 | 3 |
| a31oi_1 | 5 |
| o22ai_1 | 3 |
| o21ai_0 | 5 |
| ha_1 | 6 |
| mux2i_1 | 4 |
| inv_2 | 3 |
| buf_6 | 3 |
| a21o_1 | 3 |
| nand4_1 | 5 |
| xnor2_2 | 4 |
| ha_4 | 3 |
| xnor2_1 | 6 |
| nor2_1 | 13 |
| a21oi_1 | 8 |
| and3_1 | 3 |
| clkbuf_8 | 3 |
| dlygate4sd2_1 | 5 |
| buf_4 | 31 |
| dfrtp_1 | 8 |
| clkdlybuf4s50_1 | 4 |
| inv_1 | 8 |
| nand3_1 | 5 |
| nand2_1 | 7 |
## final timing paths
path	slack, ps	depth (start not counted)	from	to
min reg2reg	490	1	myCounter.count[0]$_DFF_PP0_	myCounter.count[0]$_DFF_PP0_
min	490	1	myCounter.count[0]$_DFF_PP0_	myCounter.count[0]$_DFF_PP0_
max	100	23	myCounter.count[5]$_DFF_PP0_	bcd[1]
max in group asynchronous	4080	2	rst	myCounter.count[1]$_DFF_PP0_
min in group asynchronous	1100	2	rst	myCounter.count[0]$_DFF_PP0_
max reg2reg	4070	4	myCounter.count[1]$_DFF_PP0_	myCounter.count[6]$_DFF_PP0_
## logic make-up after synthesis
| family | after synthesis |
|---|---|
| compound gates | 52 |
| xor+xnor | 11 |
| fa+ha+maj | 12 |
| buf+inv | 21 |
| flops | 8 |
| mux | 4 |
| other cells | 1 |
| simple gates | 56 |
## through the flow
stage / hold WS [ps]
finish: 488
global placement: 477
CTS: 495
global route: 517
floorplan: 467
detailed placement: 487
## repair_timing
item,in CTS,in global routing
cloned,0,0
hold endpoints to repair,0,0
buffers inserted,4,4
endpoints found under the setup margin,8,8
gates resized,25,15
pin swaps,16,16
## area by class of cell
| cell class | count | area [sq um] |
|---|---|---|
| fill | 485 | 2910 |
| sequential | 8 | 200 |
| clock buffer | 3 | 41.3 |
| inverter | 11 | 41.3 |
| tap | 67 | 83.8 |
| timing repair buffer | 46 | 380 |
| multi-input combinational | 137 | 1160 |
